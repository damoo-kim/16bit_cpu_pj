`config.mk`:
```
export PLATFORM = sky130hd
export DESIGN_NAME = sram
export DESIGN_NICKNAME = sram
export VERILOG_FILES = /design/flow/design.v
export SDC_FILE = /design/flow/constraint.sdc
export NUM_CORES = 4
export LEC_CHECK = 1
export CORE_UTILIZATION = 40
```
`constraint.sdc`:
```
current_design sram

set clk_period 47.3
set clk_io_pct 0.2

create_clock -name clk0 -period $clk_period [get_ports {clk}]

set non_clock_inputs [all_inputs -no_clocks]
set_input_delay [expr $clk_period * $clk_io_pct] -clock clk0 $non_clock_inputs
set_output_delay [expr $clk_period * $clk_io_pct] -clock clk0 [all_outputs]
```
`design.v`:
```
module sram(clk, addr, din, dout, we);
    input clk, we;
    input [7:0] addr;
    input [15:0] din;
    output reg [15:0] dout;
    reg [15:0] mem [0:127];
    always @(posedge clk)begin
        if(we)begin
            mem[addr] <= din;
        end
    end
    always @(*)begin  
        if(!we)begin
            dout = #1 mem[addr];
        end
    end
endmodule
```
`run.sh`:
```
#!/bin/bash
# OpenROAD 26Q1-2900-gdf79404cd8, Yosys 0.63+post, stock flow scripts
make -C /OpenROAD-flow-scripts/flow DESIGN_CONFIG=/design/flow/config.mk WORK_HOME=/design/flow/orfs finish
```
==> summary.rpt <==
RUN METRICS
----------------------------------------------------
[Status]
  Outcome ........................ complete, no violations

[Final layout]
  Non-Filler Instances ........................ 7577
  Area Overhead vs Synth ........................ 13.6%
  Layout cells sized above 1 ........................ 0.162
  Filler cells ........................ 16200
  Final cell utilization of the core ........................ 0.459
  Layout Cell Area excl Fill ........................ 89500 sq um

[Synth]
  Most used DFF post-synth ........................ edfxtp_1
  Most frequently used cell type in the post-synthesis netlist ........................ edfxtp_1
  Max-area cell share ........................ 0.781
  Cell type with the highest aggregate area in the netlist ........................ edfxtp_1
  Post-synthesis sequential element count ........................ 2064
  Post-synth design cell area ........................ 78800 sq um
  Yosys cell count ........................ 4623
  Gate count after technology mapping ........................ 4623
  Count of flip-flops with a built-in enable after synthesis ........................ 2048
  Post-synth top cells ........................ 2048 x edfxtp_1, 479 x a221oi_1, 350 x nor2_1
  Yosys Chip Area ........................ 78800 sq um
  Fraction of synthesis flops using an asynchronous set or reset pin ........................ 0
  Tally of yosys warning messages ........................ 1
  Mean instance size in the synthesized netlist ........................ 17.0 sq um
  Synth area leaders ........................ edfxtp_1 78%, a221oi_1 5.3%, mux2_2 2.1%
  Distinct lib cells used ........................ 69

[Clocking]
  CTS resizes ........................ 0
  CTS hold repair buffers ........................ 0
  H-tree lvl count ........................ 4
  Clock tree from TritonCTS ........................ built
  Clock-pin slew reported for the worst setup and hold paths after clock tree synthesis ........................ 0.06 ns
  Buffer cell driving the clock tree root ........................ clkbuf_16
  TritonCTS Buffers ........................ 197
  Post-CTS repair timing setup buffer count ........................ 0
  Maximum clock path buffer count ........................ 3

[Drt]
  Detailed-route vias per instance ........................ 6.28
  Number of nets with antenna violations after detailed routing ........................ 0
  Via count ........................ 47600
  DR DRC count ........................ 0
  Number of iterations in the first detailed-routing pass ........................ 7
  Starting DRC count in detailed routing ........................ 4234
  Wire length per cell ........................ 35.6 um
  Total wire length after detailed routing ........................ 270000 um

[Place]
  Final GP Congestion ........................ 1.08
  Number of cells after detailed placement ........................ 7215
  Port Buf Inserts ........................ 40
  Final HPWL from detailed placement ........................ 165000 um
  Post-detailed-placement cell area ........................ 83300 sq um

[STA]
  Sum of negative setup slack ........................ 0 ns
  Number of register pins that no clock reaches ........................ 16
  Actual transition at the worst max-transition pin ........................ 1.25 ns
  Highest Clock Rate ........................ 83.1 MHz
  Part of the cycle the worst path needs ........................ 0.254
  Setup repair after global routing missed its margin ........................ no
  Final Setup Violations ........................ 0
  Worst hold-check slack ........................ 9.02 ns
  Max-slew headroom at the worst pin ........................ 0.154
  Clock period minus final worst setup slack ........................ 12.03 ns
  Count of final hold-check violations ........................ 0
  Number of unconstrained endpoints ........................ 32
  Number of max-slew violations in the final report ........................ 0

[Floorplan]
  Placement Rows ........................ 162
  Core region area ........................ 195000 sq um
  Starting utilization of the core area ........................ 0.404
  Die Outline Area ........................ 199000 sq um
  Die width ........................ 446 um
  Overall die height ........................ 446 um
  Ports ........................ 42

[Flow run]
  Maximum capacitance violations ........................ 0
  Total number of warnings across the stage logs ........................ 30

[Worst setup path]
  WP data arrival ........................ 12.57 ns
  Critical Path Start ........................ addr[1]
  Top fanout value on the critical path ........................ 51
  CP Capture Point ........................ mem[61][8]
  Category of the most critical setup path ........................ input pin to register
  Required @ worst endpoint ........................ 47.83 ns
  Crit start category ........................ input pin
  Category of the worst setup path capture point ........................ register

[Global route]
  Pin count of the biggest net entering global routing ........................ 105
  Global-route congestion overflow total ........................ 0
  All-Layer GR Usage ........................ 0.297
  Number of antenna violations at the first check in global routing ........................ 21
  Wire length of the first global-routing pass ........................ 377000 um
  Number of global-route vias before repair ........................ 49700

[Min path]
  Worst Hold Class ........................ input pin to register

[Pwr]
  Power density relative to cell area ........................ 42.4 nW/um^2
  Leakage power summed over all cells ........................ 27.7 nW
  Maximum ir drop on the vdd rail ........................ 33.0 uV

----------------------------------------------------
[registers in the layout, summed over array words and instances, names as in the netlist]
register  cells
dout         16
mem        2048
[placed cells by master (no fill, tap or decap), types with 16 or more instances in the layout]
master / n
a21oi_1: 226
a221o_1: 37
a221oi_1: 479
a222oi_1: 21
a22oi_1: 177
buf_4: 306
clkbuf_1: 49
clkbuf_16: 199
clkdlybuf4s50_1: 19
clkinv_1: 46
clkinv_2: 35
dlxtn_1: 16
edfxtp_1: 2048
mux2_2: 145
mux2i_1: 80
mux4_2: 22
nand2_1: 123
nand3_1: 16
nor2_1: 326
nor2_2: 23
nor3_1: 29
o211ai_1: 17
o21ai_0: 149
o221ai_1: 42
o22ai_1: 65
[cell type report]
cell class              instances  area, sq um  share of cell area
diodes                          5         12.5            0.000140
clock buffers                 248         5160              0.0577
clock inverters               109         1060              0.0119
inverters                       6         35.0            0.000391
multi-input cells            2187        15600               0.174
flip-flops and latches       2064        61700               0.690
well taps                    2624         3280              0.0367
repair buffers                334         2620              0.0293
[layer usage]
layer,wire [um],part of all wire,global-route usage
met5,1050,0.0039,0.0278
met4,17300,0.064,0.138
met3,51100,0.19,0.245
met2,117000,0.43,0.406
met1,82900,0.31,0.334
[worst max-delay path, stage by stage]
cell     delay (ns)
buf_8          0.20
buf_4          0.35
and3b_2        0.78
nand2_1        0.57
buf_4          0.42
nor2_1         0.40
buf_4          0.31
[through the flow]
stage	setup slack (ns)	total power [mW]
6_report	35.27	3.79
5_1_grt	35.31	3.88
4_1_cts	35.47	3.80
3_5_place_dp	34.51	2.29
3_3_place_gp	34.57	2.29
2_1_floorplan	35.06	2.15
[how the worst min path moves through the flow]
stage,start,to,slack (ns),depth (start not counted)
CTS,din[12],mem[63][12],8.98,1
global route,din[2],mem[63][2],9.01,1
finish,din[2],mem[63][2],9.02,1
[report_power, final]
part           total [mW]  internal (mW)  leakage (nW)  switching [mW]
Sequential           2.01           2.01          18.5         0.00390
Combinational       0.250         0.0585          6.16           0.192
Clock                1.53          0.847          3.03           0.685
[kinds of logic after synthesis]
group | Yosys count | synth area share
DFF | 2048 | 0.781
buffers and inverters | 372 | 0.0207
and+or+nand+nor | 605 | 0.0325
latches | 16 | 0.00305
AOI/OAI and AO/OA | 1332 | 0.125
muxes | 250 | 0.0377
Power figures rest on the tool's default switching activity, not on a simulated workload.
